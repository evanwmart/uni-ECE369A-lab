==> ./design.v <==
module ClkDiv(Clk, Rst, ClkOut);
   input Clk, Rst;
   output reg ClkOut;
  parameter DivVal = 50000000;  
   reg [25:0] DivCnt;
   reg ClkInt;
   always @(posedge Clk or posedge Rst) begin
      if( Rst == 1 )begin
         DivCnt <= 0;
         ClkOut <= 0;
         ClkInt <= 0;
      end
      else begin
         if( DivCnt == DivVal ) begin
            	ClkOut <= ~ClkInt;
            	ClkInt <= ~ClkInt;
            	DivCnt <= 0;
         end
         else begin
            	ClkOut <= ClkInt;
            	ClkInt <= ClkInt;
            	DivCnt <= DivCnt + 1;
         end
      end
   end
endmodule
`timescale 1ns / 1ps
module InstructionFetchUnit(Instruction, PCResult, Reset, Clk);
    input Clk, Reset;
    output [31:0] Instruction, PCResult;
    wire [31:0 ] PCAddResult;
    PCAdder _PCAdder(PCResult, PCAddResult);
    ProgramCounter _ProgramCounter(PCAddResult, PCResult, Reset, Clk);
    InstructionMemory _InstructionMemory(PCResult, Instruction);
endmodule
`timescale 1ns / 1ps
module InstructionMemory(Address, Instruction); 
    input [31:0] Address;                        
    output reg [31:0] Instruction;               
    reg [31:0] memory [127:0];                   
    integer i;                                   
    initial begin                                
        for (i = 0; i < 128; i = i + 1) begin
            memory[i] = i * 3;                   
        end
    end
    always @ (Address) begin                     
        Instruction <= memory[Address[8:2]];     
    end
endmodule
`timescale 1ns / 1ps
module PCAdder(PCResult, PCAddResult);
    input [31:0] PCResult;                  
    output reg [31:0] PCAddResult;          
    always @ (PCResult) begin                
        PCAddResult <= PCResult + 4;         
    end
endmodule
`timescale 1ns / 1ps
module ProgramCounter(Address, PCResult, Reset, Clk);
	input [31:0] Address;
	input Reset, Clk;
	output reg [31:0] PCResult;
    always @(posedge Clk or posedge Reset) begin
        if (Reset == 1) begin
            PCResult <= 0;               
        end
        else begin
            PCResult <= Address;            
        end
    end
endmodule
`timescale 1ns / 1ps
module SevenSegment(numin, segout);
    input	[3:0] numin;
    output	reg [6:0] segout;     
    always @(numin)
    begin
        case (numin)
                4'b0000: segout <= 7'b0000001;     
                4'b0001: segout <= 7'b1001111;     
                4'b0010: segout <= 7'b0010010;     
                4'b0011: segout <= 7'b0000110;     
                4'b0100: segout <= 7'b1001100;     
                4'b0101: segout <= 7'b0100100;     
                4'b0110: segout <= 7'b0100000;     
                4'b0111: segout <= 7'b0001111;     
                4'b1000: segout <= 7'b0000000;     
                4'b1001: segout <= 7'b0000100;     
                4'b1010: segout <= 7'b0001000;     
                4'b1011: segout <= 7'b1100000;     
                4'b1100: segout <= 7'b0110001;     
                4'b1101: segout <= 7'b1000010;     
                4'b1110: segout <= 7'b0110000;     
                4'b1111: segout <= 7'b0111000;     
                default: segout <= 7'b1111111;   
       endcase
     end
endmodule
`timescale 1ns / 1ps
module Top(
    Clk, 
    Reset,
    out7,
    en_out
    );
    input Clk, Reset;
    output [7:0]en_out;
    output [6:0]out7;
    wire ClkOut;
    wire [31:0]Instruction, PCResult;
    ClkDiv _ClkDiv(Clk, Reset, ClkOut);
    InstructionFetchUnit _IFU(Instruction, PCResult, Reset , ClkOut);
    Two4DigitDisplay _Two4DigitDisplay(Clk, Instruction[15:0], PCResult[15:0], out7, en_out);
endmodule
`timescale 1ns / 1ps
module Two4DigitDisplay(Clk, NumberA, NumberB, out7, en_out);
    parameter NUM_WIDTH = 16;
    input  Clk;
    input  [NUM_WIDTH - 1:0] NumberA, NumberB;
    output [6:0] out7;  
    output reg [7:0] en_out;
    reg  [3:0] in4;        
    wire [3:0] firstdigitA;
    wire [3:0] seconddigitA;
    wire [3:0] thirddigitA;
    wire [3:0] forthdigitA;
    wire [3:0] firstdigitB;
    wire [3:0] seconddigitB;
    wire [3:0] thirddigitB;
    wire [3:0] forthdigitB;
    SevenSegment m1(in4, out7);
    reg  [19:0] cnt = 19'd0;
    always @(posedge Clk) begin
        cnt <= cnt + 1;
    end
    assign firstdigitA = NumberA[3:0];
    assign seconddigitA = NumberA[7:4];
    assign thirddigitA = NumberA[11:8];
    assign forthdigitA = NumberA[15:12];
    assign firstdigitB = NumberB[3:0];
    assign seconddigitB = NumberB[7:4];
    assign thirddigitB = NumberB[11:8];
    assign forthdigitB = NumberB[15:12];
    always @(cnt) begin
        case(cnt[19:17])   
            3'b000: begin en_out <= 8'b11111110; in4 <= firstdigitA; end
            3'b001: begin en_out <= 8'b11111101; in4 <= seconddigitA; end
            3'b010: begin en_out <= 8'b11111011; in4 <= thirddigitA; end
            3'b011: begin en_out <= 8'b11110111; in4 <= forthdigitA; end
            3'b100: begin en_out <= 8'b11101111; in4 <= firstdigitB; end
            3'b101: begin en_out <= 8'b11011111; in4 <= seconddigitB; end
            3'b110: begin en_out <= 8'b10111111; in4 <= thirddigitB; end
            3'b111: begin en_out <= 8'b01111111; in4 <= forthdigitB; end
            default: begin en_out <= 8'b11111111; in4 <= 4'b1111; end 
        endcase
     end
endmodule
==> ./run.sh <==
#!/bin/bash
# OpenROAD 26Q1-2900-gdf79404cd8, Yosys 0.63+post, stock flow scripts
make -C /OpenROAD-flow-scripts/flow DESIGN_CONFIG=/design/flow/config.mk WORK_HOME=/design/flow/orfs finish
==> ./config.mk <==
export PLATFORM = sky130hd
export DESIGN_NAME = Top
export DESIGN_NICKNAME = Top
export VERILOG_FILES = /design/flow/design.v
export SDC_FILE = /design/flow/constraint.sdc
export NUM_CORES = 4
export LEC_CHECK = 1
export CORE_UTILIZATION = 50
export SYNTH_MEMORY_MAX_BITS = 65536
==> ./constraint.sdc <==
current_design Top

set clk_period 4.1
set clk_io_pct 0.2

create_clock -name clk0 -period $clk_period [get_ports {Clk}]

set non_clock_inputs [all_inputs -no_clocks]
set_input_delay [expr $clk_period * $clk_io_pct] -clock clk0 $non_clock_inputs
set_output_delay [expr $clk_period * $clk_io_pct] -clock clk0 [all_outputs]
==> ci_impl_report.md <==
## Implementation flow summary

| Metric | Value |
|---|---|
| Static Leak | `1.53 nW` |
| Area post-placement | `3570 sq um` |
| Vias in the first global route | `2170` |
| Area added between synthesis and finish | `7.53%` |
| Num ports | `17` |
| TritonCTS clock tree | `yes` |
| CP startpoint kind | `flip-flop` |
| Final setup skew | `0.00675 ns` |
| Synth flops | `61` |
| Cell area after synthesis | `3410 sq um` |
| Status | `completed` |
| Power density cells | `208 nW/um^2` |
| Maximum level of the CTS H-tree | `2` |
| Vias | `2321` |
| Drt wl/cell | `12.8 microns` |
| Actual slew at the worst max-slew pin | `0.678 ns` |
| Hold WC Path Type | `flip-flop to flip-flop` |
| Hpwl dp | `4130 microns` |
| Comb power frac | `1.2%` |
| PnR Total Power | `0.761 mW` |
| Final TNS setup | `0 ns` |
| Synth Instances | `353` |
| Clock slew at reported path FFs | `0.10 ns` |
| GR Overflow Total | `0` |
| Main flop type | `dfrtp_1` |
| # rows | `29` |
| RSZ-0062 raised after global routing | `false` |
| Largest net degree at the start of global routing | `42` |
| Most frequent logic cell in the layout | `dfrtp_1` |
| Crit path kind | `flip-flop to primary output` |
| Die Span Y | `84.5 microns` |
| Post-synth EDFFs | `0` |
| Final WS setup | `0.283 ns` |
| Pins Over Slew Limit | `0` |
| Post-CTS Resized | `0` |
| Post-CTS Setup Inserts | `0` |
| Tcrit/Tclk final | `93.1%` |
| Ys async rst share | `67.2%` |
| Most common logic cells in the final layout | `41 x dfrtp_1, 38 x nand2_1, 37 x nor2_1` |
| Antenna Nets Post-Route | `0` |
| Worst Path Max Fanout | `20` |
| Register pins left without a clock | `14` |
| Crit path DAT | `3.00 ns` |
| Seq pwr share | `60.5%` |
| Yosys Chip Area | `3410 sq um` |
| Maximum VDD drop | `169 uV` |
| Port bufs | `16` |
| Synth Seq Share | `41.9%` |
| Yosys cell types | `58` |
| Number of standard cells reported by yosys | `353` |
| Total GRT Usage | `17.8%` |
| Internal power | `0.588 mW` |
| Yosys warns | `6` |
| Design Area, Final | `3660 sq um` |
| Max Clk Rate | `262 MHz` |
| Ant diodes | `0` |
| CTS buffer count | `5` |
| Residual DRC count | `0` |
| Vias per cell | `5.26` |
| Core area | `6460 sq um` |
| WP data required | `3.28 ns` |
| Sw Pwr | `0.172 mW` |
| Mean Syn Cell Area | `9.65 sq um` |
| Fill cells | `560` |
| Global-route wire length before repair | `10200 microns` |
| Switching part of the total | `22.7%` |
| DRT iter0 DRCs | `204` |
| GP Congestion | `0.836` |
| Clk buf depth | `2` |
| Die X | `84.5 microns` |
| Die Area | `7150 sq um` |
| MaxCap Viol Count | `0` |
| Endpoints left unconstrained | `14` |
| Initial antenna violation count | `0` |
| Clk root buf | `clkbuf_8` |
| Clock power share | `38.3%` |
| Final setup vio count | `0` |
| Final Hold Viols | `0` |
| Layout cells sized above 1 | `6.87%` |
| Wirelength, routed | `5670 microns` |
| Pre-antenna DRT Iters | `20` |
| Slew margin rel. | `54.7%` |
| Setup crit end kind | `primary output` |
| Tmin final | `3.82 ns` |
| Init Core Util | `52.7%` |
| OpenROAD warning count | `33` |
| Pre-CTS setup slack | `0.632 ns` |
| Worst-Skew Late Latency | `0.29 ns` |
| Cts hold-fix bufs | `0` |
[metrics by stage]
step / hold WS (ns) / utilization [%] / cells
after CTS: 0.425 / 56.7 / 441
after global placement: 0.396 / 55.2 / 433
final: 0.419 / 56.7 / 441
after detailed placement: 0.401 / 55.2 / 433
after floorplan: 0.379 / - / 353
after global routing: 0.440 / 56.7 / 441
[worst max-delay path, stage by stage (launching register included)]
cell and delay, ns:
dfxtp_1 0.77, nor2_1 0.16, o21ai_0 0.12, o211ai_1 0.13, o22ai_1 0.47, buf_4 0.24, xor2_1 0.07, a221oi_2 0.23
clkdlybuf4s50_1 0.49
[metal layers]
metal	up-vias	GRT usage (%)	part of all wire, %
li1	1216	-	-
met1	1069	32.5	54
met2	34	24.5	42
met3	2	1.99	3.0
met4	0	1.54	0.51
met5	-	0	0
[final cells by class]
cell class / count / area, sq um / share of cell area (%)
Multi-Input combinational cell: 260 / 1810 / 49.3
Sequential cell: 61 / 1430 / 38.9
Tap cell: 77 / 96.3 / 2.63
Inverter: 17 / 63.8 / 1.74
Timing Repair Buffer: 18 / 175 / 4.78
Clock inverter: 3 / 26.3 / 0.717
Clock buffer: 5 / 68.8 / 1.88
[sequential cells by signal (all words and copies together), names as in the netlist]
register / flops
_ClkDiv.DivCnt: 26
_ClkDiv.ClkOut: 1
_Two4DigitDisplay.cnt: 20
_IFU._ProgramCounter.PCResult: 14
[power by group through the flow]
| stage | logic, mW | clock network [mW] | registers [mW] |
|---|---|---|---|
| CTS | 0.00999 | 0.310 | 0.460 |
| global route | 0.0114 | 0.326 | 0.460 |
| finish | 0.00919 | 0.292 | 0.460 |
[worst paths after layout]
check / startpoint / to / slack [ns] / cells after the start
worst max-delay path: _Two4DigitDisplay.cnt[17] / out7[6] / 0.28 / 8
worst min-delay path: _Two4DigitDisplay.cnt[0] / _Two4DigitDisplay.cnt[0] / 0.42 / 1
worst max register to register: _ClkDiv.DivCnt[16] / _ClkDiv.ClkOut / 2.07 / 5
worst min register to register: _Two4DigitDisplay.cnt[0] / _Two4DigitDisplay.cnt[0] / 0.42 / 1
max in group asynchronous: Reset / _ClkDiv.ClkOut / 2.81 / 3
min in group asynchronous: Reset / _ClkDiv.DivCnt[10] / 0.94 / 3
[Yosys cell counts (2+ instances only)]
cell	number	area [sq um]
dfrtp_1	41	1030
o211a_1	2	20.0
clkbuf_1	2	7.51
buf_2	4	20.0
nor2_1	37	139
buf_6	4	45.0
nor3_1	3	15.0
and2_1	2	12.5
ha_1	14	175
a22o_1	2	17.5
buf_4	5	37.5
o21ai_0	3	15.0
and3_1	11	68.8
o22ai_1	2	12.5
xor2_1	21	184
and2b_1	3	22.5
inv_2	2	7.51
nor4_1	2	12.5
dfxtp_1	20	400
nand4_1	7	43.8
nand2_1	38	143
xnor2_1	35	307
a21oi_1	9	45.0
o31a_1	2	17.5
nand3_1	20	100
mux2i_1	9	90.1
nor2b_1	2	12.5
o31ai_1	2	15.0
and4_1	6	52.6
inv_1	15	56.3
[logic make-up (layout without fill, tap and decap cells)]
logic type,after synthesis,after routing,share of synthesized area (%)
muxes,10,10,3.09
and+or+nand+nor,143,143,21.5
AOI/OAI and AO/OA,37,37,8.85
adders and majority gates,14,14,5.14
xor gates and xnor gates,56,56,14.4
buffers and inverters,32,43,5.11
DFF,61,61,41.9
Power is estimated from default activity; no workload was simulated.
